==> flow/config.mk <==
export PLATFORM = sky130hd
export DESIGN_NAME = ADC_PCM1808_controller
export DESIGN_NICKNAME = ADC_PCM1808_controller
export VERILOG_FILES = /design/flow/design.v
export SDC_FILE = /design/flow/constraint.sdc
export NUM_CORES = 4
export LEC_CHECK = 1
export CORE_UTILIZATION = 50
==> flow/constraint.sdc <==
current_design ADC_PCM1808_controller

set clk_period 2.0
set clk_io_pct 0.2

create_clock -name clk0 -period $clk_period [get_ports {pcm1808_bck}]

set non_clock_inputs [all_inputs -no_clocks]
set_input_delay [expr $clk_period * $clk_io_pct] -clock clk0 $non_clock_inputs
set_output_delay [expr $clk_period * $clk_io_pct] -clock clk0 [all_outputs]
==> flow/design.v <==
`timescale 1ns / 1ps
module ADC_PCM1808_controller(
	input 				cmn_clk,				 
	input					cmn_rst,				 
	input					cmn_clk_adc,		 
	input 				pcm1808_bck,		 
	input 				pcm1808_dout,		 
	output 				pcm1808_fmt,		 
	input 				pcm1808_lrck,		 
	output	[1:0]		pcm1808_md,			 
	output 				pcm1808_scki,		 
	output 				tvalid_LC_audio,	 
	output 	[23:0]	LC_audio,			 
	output 				tvalid_RC_audio,	 
	output 	[23:0] 	RC_audio				 
);
	reg 			tvalid_left_channel_audio_data 	= 1'b0;
	reg 			tvalid_right_channel_audio_data	= 1'b0;
	reg [23:0] 	left_channel_audio_data				= {24{1'b0}};
	reg [23:0] 	right_channel_audio_data			= {24{1'b0}};
	reg [4:0]	cnt_left_channel_audio_bits 		= 0;
	reg [4:0]	cnt_right_channel_audio_bits 		= 0;
	always@ (posedge pcm1808_bck) begin
		if (cmn_rst) begin
			tvalid_left_channel_audio_data			<= 1'b0;
			left_channel_audio_data 					<= {24{1'b0}};
			cnt_left_channel_audio_bits 				<= 0;
		end
		else begin
			if (!pcm1808_lrck) begin
				left_channel_audio_data[0] 			<= pcm1808_dout;
				left_channel_audio_data[23:1] 		<= left_channel_audio_data[22:0];
				cnt_left_channel_audio_bits 			<= cnt_left_channel_audio_bits + 1;
				if (cnt_left_channel_audio_bits == 23) begin
					tvalid_left_channel_audio_data	<= 1'b1;
				end
			end
			else begin
				tvalid_left_channel_audio_data		<= 1'b0;
				left_channel_audio_data					<= {24{1'b0}};
				cnt_left_channel_audio_bits			<= 0;
			end
		end
	end
	always@ (posedge pcm1808_bck) begin
		if (cmn_rst) begin
			tvalid_right_channel_audio_data			<= 1'b0;
			right_channel_audio_data 					<= {24{1'b0}};
			cnt_right_channel_audio_bits 				<= 0;
		end
		else begin
			if (pcm1808_lrck) begin
				right_channel_audio_data[0] 			<= pcm1808_dout;
				right_channel_audio_data[23:1]		<= right_channel_audio_data[22:0];
				cnt_right_channel_audio_bits 			<= cnt_right_channel_audio_bits + 1;
				if (cnt_right_channel_audio_bits == 23) begin
					tvalid_right_channel_audio_data	<= 1'b1;
				end
			end
			else begin
				tvalid_right_channel_audio_data		<= 1'b0;
				right_channel_audio_data				<= {24{1'b0}};
				cnt_right_channel_audio_bits			<= 0;
			end
		end
	end
	assign pcm1808_fmt	= 1'b0;			 
	assign pcm1808_md 	= 2'b10;			 
	assign pcm1808_scki 	= cmn_clk_adc;	 
	assign tvalid_LC_audio	= tvalid_left_channel_audio_data;
	assign LC_audio			= tvalid_left_channel_audio_data ? left_channel_audio_data : {24{1'b0}};
	assign tvalid_RC_audio 	= tvalid_right_channel_audio_data;
	assign RC_audio			= tvalid_right_channel_audio_data ? right_channel_audio_data : {24{1'b0}};
endmodule
==> flow/run.sh <==
#!/bin/bash
# OpenROAD 26Q1-2900-gdf79404cd8, Yosys 0.63+post, stock flow scripts
make -C /OpenROAD-flow-scripts/flow DESIGN_CONFIG=/design/flow/config.mk WORK_HOME=/design/flow/orfs finish
==> impl_metrics.ini <==
; generated from flow reports
[placed_design]
placed_area_um2 = 2686
portBuffers = 53
place_hpwl_mm = 2.176
gp_congestion = 0.7335
pre_cts_slack_ns = 0.1935

[run_status]
status = completed

[sta]
layout_min_cycle_time_ns = 1.857
timing.fmax_ghz = 0.5385
setup-tns-final_ns = 0
setup_viol = 0
finalWorstSetupSlack_ns = 0.1430
post-route-period-util = 0.9285
hold_viol = 0
fin_worst_skew_ns = 0.006062
rsz0062_at_grt = no
drv_slew = 0

[setup_path]
r2r_start = cnt_left_channel_audio_bits[0]$_SDFF_PP0_
start_kind = flip-flop
worstPathArrival_ns = 1.46
r2r_cells = 3
cp-end-kind = output pin
crit_start = tvalid_right_channel_audio_data$_SDFFE_PP0N_
worst-setup-path-type = reg2out
cp_max_fo = 26
critPathRequiredTime_ns = 1.60
rr_endpoint = cnt_left_channel_audio_bits[4]$_SDFF_PP0_
rrSetupSlack_ns = 0.91

[cts]
path_clk_slew_ns = 0.06
insertion_delay_ns = 0.32
numCtsBuffers = 9
htreeDepth = 3
cts_tree = done
cts_max_path_buffers = 2
cts_sinks = 60
root_buffer = clkbuf_8

[power_and_ir_drop]
p_per_area_nw_per_um2 = 751.8
power.leakage_nw = 1.163
ir_worst_vdd_v = 0.0006494

[hold_path]
hold_start = left_channel_audio_data[13]$_SDFF_PP0_
hold_path_depth = 1
hold_class = reg2reg
hold_path_end = left_channel_audio_data[14]$_SDFF_PP0_

[yosys]
synth_cell_types = 27
yosys_warnings = 1
yosys_register_bits = 60
yosys.area_share.aoi = 0.005834
synthesis.instances = 206
simple_gate_area_frac = 0.3530
ys_area_um2 = 2145
topCombFamilyByArea = simple AND/OR/NAND/NOR gates
ys_sh_xor = 0.008168
synth_area_um2 = 2145
adder_share = 0.01167
mux_share = 0.01984
ys_cells = 206
avgSynthCellArea_um2 = 10.41
ys_seq_share = 0.5601

[routing]
antenna_left = 0
antenna_cells = 0
num_vias = 1398
dr.pass1.iters = 3
wl_mm = 3.201
drcViolationCount = 0
vias_per_cell = 4.452
wl_per_cell_um = 10.19
drtIter0Drc = 73

[grt]
grt_max_degree = 27
grt_pass1_wl_mm = 5.471
grt.overflow.total = 0
grt_pass1_vias = 1278
grtUsageTotal = 0.1634
antenna_found_initial = 0

[floorplan]
fp-utilization = 0.5285
die-area_um2 = 4555
rows = 23
design.core.area_um2 = 4058
die_y_um = 67.49
ioPinCount = 60
die_x_um = 67.49

[cells_and_area]
fillCellCount = 292
area_growth_pct = 33.31
drive_gt1_frac = 0.1061
fin_util = 0.7046
regArea_um2 = 1201
finalInstanceArea_um2 = 2859
logic_area_um2 = 865.8

[run]
warning_count = 27
maxCapViolCount = 0
logic make-up after synthesis:
group | Yosys count
and+or+nand+nor | 119
DFF | 60
buffers and inverters | 15
muxes | 4
adders and majority gates | 2
other | 2
AOI/OAI and AO/OA | 2
xor gates and xnor gates | 2
Yosys cell counts:
cell type | n | area (um^2)
o21a_1 | 1 | 7.510
or3b_2 | 1 | 8.760
or3b_1 | 1 | 8.760
nor2_1 | 3 | 11.26
buf_2 | 1 | 5.000
dfxtp_1 | 60 | 1201
xnor2_1 | 2 | 17.52
and2b_2 | 1 | 8.760
mux2_2 | 2 | 22.52
or2b_1 | 1 | 7.510
nand3b_1 | 2 | 15.01
buf_6 | 1 | 11.26
inv_1 | 1 | 3.750
and2_1 | 90 | 563.0
buf_4 | 4 | 30.03
ha_1 | 2 | 25.02
a21oi_1 | 1 | 5.000
nor3_1 | 4 | 20.02
nor3b_1 | 2 | 15.01
and2_2 | 8 | 60.06
and4b_1 | 1 | 10.01
nand3_1 | 4 | 20.02
clkbuf_1 | 7 | 26.28
conb_1 | 2 | 7.510
mux2i_1 | 2 | 20.02
nand4b_1 | 1 | 8.760
clkbuf_2 | 1 | 5.000
layout make-up:
type | instances | share of cell area
inverter | 1 | 0.001313
multi-input combinational | 132 | 0.3028
sequential | 60 | 0.4201
tap | 50 | 0.02188
clock buffer | 13 | 0.05558
timing repair buffer | 56 | 0.1947
clock inverter | 2 | 0.003501
state kept, by name, summed over array words and instances, names as in the netlist:
name and flops:
left_channel_audio_data 24, right_channel_audio_data 24, cnt_left_channel_audio_bits 5, cnt_right_channel_audio_bits 5
tvalid_left_channel_audio_data 1, tvalid_right_channel_audio_data 1
per-layer routing:
layer,part of all wire,GRT usage
met5,0,0
met4,0.0066,0.02926
met3,0.053,0.06164
met2,0.44,0.2389
met1,0.50,0.2406
cell usage in the layout (no fill, tap or decap):
| cell | count |
|---|---|
| and2_1 | 90 |
| dfxtp_1 | 60 |
| clkdlybuf4s50_1 | 53 |
| clkbuf_8 | 11 |
| and2_2 | 8 |
| nand3_1 | 4 |
| nor3_1 | 4 |
| nor2_1 | 3 |
| conb_1 | 3 |
| nand3b_1 | 2 |
| mux2i_1 | 2 |
| xnor2_1 | 2 |
| nor3b_1 | 2 |
| mux2_2 | 2 |
| ha_1 | 2 |
| clkinv_2 | 2 |
| clkbuf_1 | 2 |
| buf_4 | 2 |
| and2b_2 | 1 |
| or3b_1 | 1 |
| or2b_1 | 1 |
| inv_1 | 1 |
| nand4b_1 | 1 |
| a21oi_1 | 1 |
| or3b_2 | 1 |
| and4b_1 | 1 |
| o21a_1 | 1 |
| buf_6 | 1 |
power breakdown:
group          leakage [nW]  switching (mW)  total [mW]  internal (mW)
clock                0.0893           0.400       0.906          0.507
sequential            0.484         0.00383        1.21           1.20
combinational         0.590          0.0220      0.0373         0.0153
how the worst max path moves through the flow:
stage | endpoint | depth (start not counted) | slack, ns
finish | RC_audio[20] | 3 | 0.14
global route | RC_audio[16] | 3 | 0.01
CTS | LC_audio[2] | 3 | 0.08
worst max-delay path: stages, from the launching register on:
cell             delay, ns
dfxtp_1               0.31
buf_4                 0.21
and2_1                0.16
clkdlybuf4s50_1       0.46
timing repair:
item / CTS / global route
setup buffers: 0 / 0
hold buffers: 0 / 0
setup endpoints to repair: 0 / 5
resized: 0 / 1
stage by stage:
stage               std cells  total power, mW  hold WS (ns)
floorplan                 207            1.263        0.4176
global placement          299            1.267        0.4259
detailed placement        299            1.270        0.4334
CTS                       314            2.184        0.4433
global route              314            2.248        0.4665
finish                    314            2.149        0.4389
Power and IR drop assume default switching activity.
